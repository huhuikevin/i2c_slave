==> flow/run.sh <==
#!/bin/bash
# OpenROAD 26Q1-2900-gdf79404cd8, Yosys 0.63+post, stock flow scripts
make -C /OpenROAD-flow-scripts/flow DESIGN_CONFIG=/design/flow/config.mk WORK_HOME=/design/flow/orfs finish
==> flow/config.mk <==
export PLATFORM = sky130hd
export DESIGN_NAME = dram
export DESIGN_NICKNAME = dram
export VERILOG_FILES = /design/flow/design.v
export SDC_FILE = /design/flow/constraint.sdc
export NUM_CORES = 4
export LEC_CHECK = 1
export CORE_UTILIZATION = 30
==> flow/constraint.sdc <==
current_design dram

set clk_period 2.1
set clk_io_pct 0.2

create_clock -name clk0 -period $clk_period [get_ports {i_ck}]

set non_clock_inputs [all_inputs -no_clocks]
set_input_delay [expr $clk_period * $clk_io_pct] -clock clk0 $non_clock_inputs
set_output_delay [expr $clk_period * $clk_io_pct] -clock clk0 [all_outputs]
==> flow/design.v <==
module dram(
	i_rstn,
	i_ck,
	i_rw,
	i_csn,
	i_address,
	i_data,
	o_data
);
input i_rstn;
input i_ck;
input i_rw;  
input i_csn;  
input [3:0] i_address;
input [7:0] i_data;
output [7:0] o_data;
reg [7:0] o_data;
reg [7:0] DATA[3:0];  
always @(negedge i_rstn or negedge i_ck) begin
	if (!i_rstn) begin
		DATA[0] <= 8'h0;
		DATA[1] <= 8'h0;
		DATA[2] <= 8'h0;
		DATA[3] <= 8'h0;
		DATA[4] <= 8'h0;
		DATA[5] <= 8'h0;
		DATA[6] <= 8'h0;
		DATA[7] <= 8'h0;
		DATA[8] <= 8'h0;
		DATA[9] <= 8'h0;
		DATA[10] <= 8'h0;
		DATA[11] <= 8'h0;
		DATA[12] <= 8'h0;
		DATA[13] <= 8'h0;
		DATA[14] <= 8'h0;
		DATA[15] <= 8'h0;
	end else begin
		if (!i_csn) begin
			if (!i_rw)
				DATA[i_address] <= i_data;
			else
				o_data <= DATA[i_address];
		end
	end
end
endmodule
==> reports/qor.csv <==
stage,metric,value,unit
outcome,status,"finished, violations left",
outcome,failing checks,setup timing,
yosys,ao+oa area frac,0,%
yosys,yosys stat cell total,90,
yosys,yosys synthesis chip area,1730,µm²
clock_network,clk buf depth,2,
yosys,Post-Synthesis Cells,90,
power,net switching power,479,µW
critical_path,CP cell instances,buf_2,
critical_path,kind of critical path,flip-flop to output port,
yosys,syn avg cell area,19.2,µm²
global_route,pin count of the biggest net entering global routing,33,
clock_network,Num CTS Buffers,5,
floorplanning,width of the chip,77.9,µm
route,WL/cell,17.0,µm
yosys,Post-synth mux share,33.0,%
global_route,vias in the first global route,1065,
yosys,"Cell Area, Synth",1730,µm²
finish,fill cell count,500,
timing,Final setup viols,43,
timing,skew final,0.0574,ns
power,Pleak,0.00106,µW
global_route,first-pass GRT wire length,5.94,mm
route,n_diodes,0,
route,Total Wirelength,3.55,mm
hold_path,HP Class,flip-flop to flip-flop,
critical_path,Worst Path Buf+Inv,1,
finish,post-synthesis to final-layout area growth,39.5,%
timing,Rel. slew slack,73.6,%
critical_path,CP startpoint kind,flip-flop,
yosys,Synth cell types,12,
yosys,"area fraction in and, or, nand and nor cells",4.99,%
clock_network,CTS tree,built,
finish,final instance area,2410,µm²
timing,"Slew Viols, Final",0,
flow_run,tally of OpenROAD warnings,38,
timing,TNS Setup,-6.96,ns
floorplanning,die span in y,77.9,µm
finish,register area,1040,µm²
floorplanning,chip area,6070,µm²
power,Worst IR Drop VDD,363,µV
clock_network,Root Buffer,clkbuf_8,
route,final antenna-violating net count,0,
critical_path,CP max FO,1,
global_route,Total Routing Usage GR,13.5,%
global_route,grt ovf,0,
yosys,Seq cells post-synth,40,
critical_path,delay of the slowest critical-path stage,0.38,ns
flow_run,Max Cap Viol,0,
critical_path,Worst Path Required,1.68,ns
floorplanning,site row count,27,
floorplanning,# IOs,24,
clock_network,clock transition at the registers of the reported paths,0.05,ns
route,DR iter-0 viols,18,
route,Post-route DRC,0,
floorplanning,CORE AREA,5540,µm²
clock_network,TritonCTS Sinks,40,
critical_path,"Arr. time, crit path",1.90,ns
place,Placer Congestion,0.722,
power,Seq pwr share,48.1,%
yosys,xor/xnor share of the synthesized area,0,%
critical_path,"reg-to-reg slack, setup",1.07,ns
finish,logic area,764,µm²
route,number of detailed-route iterations in the first pass,4,
yosys,Largest logic family,multiplexers,
yosys,"Seq/Total Area, Yosys",60.2,%
power,power per cell area,899,nW/µm²
yosys,Ys Warns,2,
timing,WHS,0.458,ns
route,routed via count,985,
clock_network,# hold bufs at CTS,0,
clock_network,H-tree depth,2,
route,vias per inst,4.74,
global_route,initial antenna violation count,0,
critical_path,critical path's slowest cell,edfxtp_1,
timing,Worst Max-Slew Pin Slew,0.396,ns
place,Post-DP Area,2190,µm²
power,Clock Power Share,33.2,%
place,DP Wirelength,2.18,mm
place,PortBufs,21,
critical_path,crit-path leading delay family,flip-flops,
critical_path,endpoint class of the critical path,output port,
clock_network,clk latency of the worst-skew pair,0.35,ns
finish,most frequent logic cells in the routed design,"dfrtn_1, mux2_4",
yosys,fa+ha+maj area frac,0,%
timing,unrepaired setup endpoints after global routing,true,
floorplanning,FP Core Util,31.2,%
power,Sw Ratio,22.1,%
finish,layout cell share with drive strength beyond 1,56.6,%
timing,Hold Fails Final Rpt,0,
power,Comb pwr share,18.7,%
power,internal cell power,1690,µW
timing,final setup margin,-0.220,ns
## power groups by stage
stage	Sequential, µW	Clock [µW]	Combinational [µW]
final	1040	719	405
after global routing	1060	784	438
after CTS	1040	740	411
## through the flow
step	setup slack, ns	std cells	total power [µW]	util (%)
floorplan	-0.480	90	1280	-
global placement	-1.07	193	1390	39.5
detailed placement	-1.11	193	1410	39.5
CTS	-0.286	210	2190	43.7
global route	-0.264	208	2280	43.5
finish	-0.220	208	2170	43.5
## cell type report
type	count	area share, %
clock inverter	11	3.37
sequential	40	43.2
timing repair buffer	34	15.2
multi-input combinational	46	31.7
clock buffer	5	2.85
tap	72	3.73
## flip-flops by register name, summed over array words and instances (netlist names)
signal	cells
o_data	8
DATA	32
## worst paths after layout
| check | depth (start not counted) | endpoint | startpoint |
|---|---|---|---|
| worst max register to register | 1 | o_data[0]$_DFFE_NP_ | DATA[0][0]$_DFFE_NN0P_ |
| worst min-delay path | 1 | DATA[2][7]$_DFFE_NN0P_ | DATA[2][7]$_DFFE_NN0P_ |
| worst max-delay path | 1 | o_data[6] | o_data[6]$_DFFE_NP_ |
| worst min register to register | 1 | DATA[2][7]$_DFFE_NN0P_ | DATA[2][7]$_DFFE_NN0P_ |
| min in group asynchronous | 2 | DATA[0][6]$_DFFE_NN0P_ | i_rstn |
| max in group asynchronous | 2 | DATA[2][3]$_DFFE_NN0P_ | i_rstn |
## synth_stat cells
master / number / area [µm²]
dfrtn_1: 32 / 801
mux2_2: 32 / 360
edfxtp_1: 8 / 240
mux4_1: 8 / 210
buf_6: 2 / 22.5
nor4b_4: 2 / 47.6
buf_2: 1 / 5.00
inv_1: 1 / 3.75
nand2_1: 1 / 3.75
nor2_1: 1 / 3.75
nor4_4: 1 / 21.3
nor4bb_1: 1 / 10.0
## routing by layer
metal | vias to the layer above | track usage [%] | part of all wire (%)
met3 | 4 | 3.94 | 8.1
met1 | 508 | 22.5 | 48
met5 | - | 0 | 0
met4 | 0 | 1.48 | 0.79
li1 | 432 | - | -
met2 | 41 | 18.9 | 43
## kinds of logic (layout without fill, tap and decap cells)
group / after synthesis / in the layout
mux: 40 / 40
flops: 40 / 40
simple gates: 6 / 6
buf+inv: 4 / 50
## timing repair
item / CTS / global route
resized: 91 / 9
buffers inserted: 2 / 2
endpoints found under the setup margin: 56 / 47
pin swaps: 4 / 4
Power is estimated from default activity; no workload was simulated.
