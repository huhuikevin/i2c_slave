**design.v**
```verilog
module i2c_slave(
	SCL,
	SDA,
	i_rstn,
	i_ck,
	sram_cs,
	sram_rw,
	sram_addr,
	sram_odata,
	sram_idata
);
input SCL;
inout SDA;
input i_rstn;
input i_ck;
output sram_cs;
reg sram_cs;
output sram_rw;
reg sram_rw;
output[3:0] sram_addr;
wire [3:0] sram_addr;
input [7:0] sram_odata;
output [7:0] sram_idata;
reg [7:0] sram_idata;
parameter BITS_NR = 4'h8;
parameter DEVICE_ID = 7'b0010_000;
reg [3:0] i2c_state;
parameter IDLE = 4'h0;
parameter START = 4'h1;
parameter DEVICE_ADDR = 4'h2;
parameter ACK_ADDRESS = 4'h3;
parameter REG_ADDR    = 4'h4;
parameter ACK_REGADDR = 4'h5;
parameter REG_DATA    = 4'h6;
parameter REG_WR_DATA   = 4'h7;
parameter REG_RD_DATA    = 4'h8;
parameter ACK_REG_WRITE = 4'h9;
parameter MASTER_ACK = 4'ha;
parameter RESET_IDLE = 4'hf;
reg [1:0] sda_state;
parameter RECVING   = 2'h0;
parameter SENDING   = 2'h1;
parameter SENDDATA  = 2'h2;
parameter SENDWAIT  = 2'h3;
parameter NACK = 1'b1;
parameter ACK  = 1'b0;
reg [7:0] scl_reg;
reg [7:0] sda_reg;
reg i2c_start;
reg i2c_stop;
reg indat_done;
reg [3:0] bits_cnt;
reg [7:0] in_data;
reg device_addr_match;
reg device_write;
reg device_read;
reg sda_out_en;
reg sda_out;
reg send_done;
reg sram_cs_doing;
reg [2:0] out_bit;
reg [7:0]reg_address; 
assign sram_addr = reg_address[3:0];
assign SDA = (sda_out_en)?((sda_out)?1'bz:0):1'bz;
always @(posedge i_ck or negedge i_rstn) begin
	if (!i_rstn) begin
		scl_reg <= 8'b00000000;
		sda_reg <= 8'b00000000;
	end else begin
		scl_reg <= {scl_reg[6:0], SCL};
		sda_reg <= {sda_reg[6:0], SDA};
	end
end
always @(posedge i_ck or negedge i_rstn) begin
	if (!i_rstn) begin
		i2c_start <= 1'b0;
	end else begin
		if (sda_reg == 8'b11110000 && scl_reg == 8'b11111111) begin
			i2c_start <= 1'b1;
		end else begin
			i2c_start <= 1'b0;
		end
	end
end
always @(posedge i_ck or negedge i_rstn) begin
	if (!i_rstn) begin
		i2c_stop <= 1'b0;
	end else begin
		if (sda_reg == 8'b00001111 && scl_reg == 8'b11111111) begin
			i2c_stop <= 1'b1;
		end
		else begin
			i2c_stop <= 1'b0;
		end
	end
end
always @(posedge i_ck or negedge i_rstn) begin
	if (!i_rstn) begin
		i2c_state <= IDLE;
	end else begin			
		case (i2c_state)
		IDLE:
		begin
			if (i2c_start)
				i2c_state <= START;
			else
				i2c_state <= IDLE;
		end
		START:
		begin
			i2c_state <= DEVICE_ADDR;
		end
		DEVICE_ADDR:
		begin
			if (indat_done)
					i2c_state <= ACK_ADDRESS;
			else
				i2c_state <= DEVICE_ADDR;
		end
		ACK_ADDRESS:
		begin
			if (send_done) begin
				if (device_addr_match)
					i2c_state <= REG_ADDR;
				else  
					i2c_state <= IDLE;
			end else
				i2c_state <= ACK_ADDRESS;
		end
		REG_ADDR:
		begin
			if (indat_done)
				i2c_state <= ACK_REGADDR;
			else
				i2c_state <= REG_ADDR;
		end
		ACK_REGADDR:
		begin
			if (send_done) begin
				if (device_write)
					i2c_state <= REG_WR_DATA;
				else if (device_read)
					i2c_state <= REG_RD_DATA;
				else
					i2c_state <= IDLE;
			end else
				i2c_state <= ACK_REGADDR;			
		end
		REG_WR_DATA:
		begin
			if (indat_done)
				i2c_state <= ACK_REG_WRITE;
			else
				i2c_state <= REG_WR_DATA;
			if (i2c_start || i2c_stop)
				i2c_state <= IDLE;				
		end
		REG_RD_DATA:
		begin
			if (send_done) begin
				i2c_state <= MASTER_ACK;
			end else begin
				i2c_state <= REG_RD_DATA;
			end			
		end
		ACK_REG_WRITE:
		begin
			if (send_done) 
				i2c_state <= REG_WR_DATA;
			else
				i2c_state <= ACK_REG_WRITE;
			if (i2c_start || i2c_stop)
				i2c_state <= IDLE;
		end
		MASTER_ACK:
		begin
			if (indat_done) begin
				if (!in_data[0]) 
					i2c_state <= REG_RD_DATA;
				else
					i2c_state <= IDLE;
			end
		end
		default: i2c_state <= IDLE;
		endcase		
	end
end
always @(posedge i_ck or negedge i_rstn) begin
	if (!i_rstn) begin
		indat_done <= 1'b0;
		bits_cnt    <= 4'b0000;
		in_data    <= 8'h0;
	end else begin
		if (scl_reg == 8'b01111111) begin
			if (i2c_state == DEVICE_ADDR || i2c_state == REG_ADDR || i2c_state == REG_WR_DATA) begin			
				in_data <= {in_data[6:0], SDA};
				bits_cnt = bits_cnt + 1'b1;
				if (bits_cnt == 4'h8) begin
					indat_done <= 1'b1;
					bits_cnt <= 4'h0;
				end else
					indat_done <= 1'b0;
			end else if (i2c_state == MASTER_ACK) begin
				in_data[0] <= SDA;
				indat_done <= 1'b1;
				bits_cnt <= 4'h0;
			end
		end
		if (i2c_state == IDLE || i2c_state == START || i2c_state == REG_RD_DATA 
				|| i2c_state == ACK_ADDRESS || i2c_state == ACK_REGADDR || i2c_state == ACK_REG_WRITE) begin 
			bits_cnt <= 4'h0;
			indat_done <= 1'b0;		
		end
	end
end
always @(posedge i_ck or negedge i_rstn) begin
	if (!i_rstn) begin
		reg_address <= 8'h0;
	end else begin
		if (i2c_state == REG_WR_DATA && indat_done) begin
			sram_idata <= in_data;
		end else if (i2c_state == REG_ADDR && indat_done)
			reg_address <= in_data;
		else if (i2c_state == ACK_REG_WRITE && send_done)
			reg_address <= reg_address + 1'h1;
	end
end
always @(posedge i_ck or negedge i_rstn) begin
	if (!i_rstn) begin
		sram_cs <= 1'b1;
		sram_rw <= 1'b1;
		sram_cs_doing <= 1'b0;
	end else begin
		if((i2c_state == ACK_REG_WRITE)) begin
			if (!sram_cs_doing) begin
				sram_cs <= 1'b0; 
				sram_rw <= 1'b0;  
				sram_cs_doing <= 1'b1;
			end else begin
				sram_cs <= 1'b1;
				sram_rw <= 1'b1;
			end
		end else if((i2c_state == REG_RD_DATA)) begin
			if (!sram_cs_doing) begin
				sram_cs <= 1'b0; 
				sram_rw <= 1'b1;  
				sram_cs_doing <= 1'b1;
			end else begin
				sram_cs <= 1'b1;
				sram_rw <= 1'b1;
			end
		end else begin
			sram_cs <= 1'b1; 
			sram_rw <= 1'b1;  
			sram_cs_doing <= 1'b0;
		end
	end
end
always @(posedge i_ck or negedge i_rstn) begin
	if (!i_rstn) begin
		device_addr_match <= 1'b0;
		device_write <= 1'b0;
		device_read  <= 1'b0;
	end
	else begin
		if (i2c_state == DEVICE_ADDR && indat_done) begin
			if (in_data[7:1] == DEVICE_ID) begin
				device_addr_match <= 1'b1;
				device_write <= ~in_data[0];
				device_read  <= in_data[0];				
			end
		end else if (i2c_state == IDLE || i2c_state == START) begin
				device_addr_match <= 1'b0;
				device_write <= 1'b0;
				device_read  <= 1'b0;			
		end
	end
end
always @(posedge i_ck or negedge i_rstn) begin
	if (!i_rstn) begin
		sda_out_en <= 1'b0;
		sda_out <= 1'b0;
		out_bit <= 3'h7;
		send_done <= 1'b0;
		sda_state <= RECVING;
	end else begin
		case (sda_state)
		RECVING:
		begin
			if (!send_done &&(i2c_state == ACK_ADDRESS || i2c_state == ACK_REGADDR 
					|| i2c_state == ACK_REG_WRITE || i2c_state == REG_RD_DATA)) begin
				sda_state <= SENDING;
			end else
				sda_state <= RECVING;
			send_done <= 1'b0;
		end
		SENDING:
		begin
			if (i2c_state == ACK_ADDRESS && scl_reg == 8'b11111110) begin
				if(device_addr_match) begin
					sda_out <= ACK;
				end else begin
					sda_out <= NACK;
				end
				sda_out_en <= 1'b1;
				sda_state <= SENDWAIT;
			end else if (i2c_state == REG_RD_DATA && scl_reg == 8'b11111110) begin
				sda_out <= sram_odata[out_bit];
				out_bit <= out_bit - 1'h1;
				sda_out_en <= 1'b1;			
				sda_state<=SENDDATA;
			end else if (scl_reg == 8'b11111110) begin
				sda_out <= ACK;
				sda_out_en <= 1'b1;
				sda_state <= SENDWAIT;
			end else
				sda_state<=SENDING;
			send_done <= 1'b0;
		end
		SENDWAIT:
		begin
			if (scl_reg == 8'b11111110) begin
				sda_out_en <= 1'b0;
				send_done <= 1'b1;
				sda_state<= RECVING;
			end else begin
				sda_out_en <= 1'b1;
				sda_state <= SENDWAIT;
				send_done <= 1'b0;
			end
		end
		SENDDATA:
		begin
			sda_out_en <= 1'b1;
			send_done <= 1'b0;
			if (scl_reg == 8'b11111110) begin
				sda_out <= sram_odata[out_bit];
				if (out_bit == 3'h0) begin
					sda_state <= SENDWAIT; 
				end else begin
					out_bit <= out_bit - 1'h1;	
					sda_state<=SENDDATA;	
				end
			end else
				sda_state<=SENDDATA;
		end
		default: sda_state <= RECVING;
		endcase
	end
end
endmodule
```
**run.sh**
```bash
#!/bin/bash
# OpenROAD 26Q1-2900-gdf79404cd8, Yosys 0.63+post, stock flow scripts
make -C /OpenROAD-flow-scripts/flow DESIGN_CONFIG=/design/flow/config.mk WORK_HOME=/design/flow/orfs finish
```
**config.mk**
```make
export PLATFORM = sky130hd
export DESIGN_NAME = i2c_slave
export DESIGN_NICKNAME = i2c_slave
export VERILOG_FILES = /design/flow/design.v
export SDC_FILE = /design/flow/constraint.sdc
export NUM_CORES = 4
export LEC_CHECK = 1
export CORE_UTILIZATION = 30
```
**constraint.sdc**
```tcl
current_design i2c_slave

set clk_period 2.5
set clk_io_pct 0.2

create_clock -name clk0 -period $clk_period [get_ports {i_ck}]

set non_clock_inputs [all_inputs -no_clocks]
set_input_delay [expr $clk_period * $clk_io_pct] -clock clk0 $non_clock_inputs
set_output_delay [expr $clk_period * $clk_io_pct] -clock clk0 [all_outputs]
```
==> impl_metrics.csv <==
group,metric,value,unit
status,status,"completed",
synthesis,synth_cells,162,
final_timing,fin_ws,0.757,ns
placement,place_area,1890,um2
synthesis,synth_area_per_cell,10.9,um2
worst_setup_path,startpoint_type,"flop",
worst_setup_path,crit_buf_inv,1,
global_routing,grt_pass1_wl,5130,um
final_timing,tightest_slew,0.649,ns
worst_setup_path,crit_path_end_kind,"output pin",
job,max_cap_violations,0,
cells_and_area,final_util,0.354,
synthesis,ys.flops,38,
floorplanning,core,5610,um2
placement,dpl.hpwl,2010,um
worst_setup_path,cp.required,2.00,ns
floorplanning,fp_util,0.315,
global_routing,antenna_found_initial,0,
clocking,numCtsBuffers,5,
worst_setup_path,crit_fanout,1,
drt,vias,1156,
placement,pre_cts_slack,0.919,ns
global_routing,grt_overflow,0,
cells_and_area,finalInstanceArea,1990,um2
worst_setup_path,cp.arrival,1.24,ns
final_timing,hold_viol,0,
floorplanning,die_y,78.7,um
final_timing,rsz0062_at_grt,"no",
job,warning_count,34,
final_timing,fin_skew,0.00340,ns
power_and_ir_drop,p_leak,0.844,nW
drt,routed_wl,2910,um
synthesis,synthDistinctLibCells,43,
clocking,htreeDepth,2,
clocking,cts-root-buf,"clkbuf_8",
clocking,cts_tree,"yes",
clocking,cts_hold_buf,0,
final_timing,drv_slew,0,
global_routing,grt_use_total,0.106,
placement,gp_congestion,0.761,
final_timing,post-route-period-util,0.697,
floorplanning,die_area,6200,um2
synthesis,edf_count,0,
power_and_ir_drop,vdd_drop_max,0.250,mV
drt,antenna_left,0,
drt,drt_iter0_drc,82,
synthesis,yosysWarnings,3,
worst_setup_path,r2r_cells,4,
synthesis,ys_seq_frac,0.543,
floorplanning,fp-row-count,27,
final_timing,relSlewSlack,0.563,
worst_setup_path,critPathTopFamily,"flip-flops",
cells_and_area,layout_top_cells,"dfrtp_1 (31), inv_1 (15), nand2_1 (13)",
worst_setup_path,cp_slowest_stage_delay,0.52,ns
clocking,clk_path_buf_depth,2,
clocking,ctsResizeCount,0,
cells_and_area,seqCellArea,960,um2
synthesis,ys_cells,162,
cells_and_area,num-fill-cells,577,
final_timing,finalSetupViolations,0,
hold_path,hold_class,"primary input to async pin",
cells_and_area,comb_area,706,um2
worst_setup_path,crit_type,"flop to output pin",
final_timing,finalSetupTns,0,ns
cells_and_area,largest_register_ffs,9,
worst_setup_path,crit_slowest_cell,"dfstp_2",
drt,n_antenna_cell,0,
cells_and_area,layout-drive-gt1-share,0.142,
clocking,clk_latency,0.28,ns
floorplanning,pin_count,26,
synthesis,yosys_area,1770,um2
cells_and_area,synthToLayoutAreaGrowth,12.4,%
cells_and_area,lay_top_count,"dfrtp_1",
clocking,clk_pin_slew,0.07,ns
worst_setup_path,r2r_slack,0.90,ns
synthesis,synthArstFlopShare,1.00,
power_and_ir_drop,power_density,547,nW/um2
worst_setup_path,worstPathCellList,"clkdlybuf4s50_1",
floorplanning,fp.dieW,78.7,um
drt,vias_per_cell,4.66,
synthesis,netlist_area,1770,um2
drt,drc,0,
final_timing,fin_crit,1.74,ns
drt,wl_per_cell,11.7,um
final_timing,fmax,0.574,GHz
global_routing,grt_pass1_vias,1073,
synthesis,ys.flop_type,"dfrtp_1",
drt,first_pass_iters,4,
power_and_ir_drop,power,1.09,mW
worst_setup_path,r2r-start,"i2c_state[8]",
worst_setup_path,r2r_end,"bits_cnt[3]",
clocking,postCtsSetupRepairBufs,0,
placement,io_buffers,8,
global_routing,grt_max_degree,39,
clocking,cts_sinks,38,
-- power by group --
| part | switching, mW | internal (mW) | total [mW] |
|---|---|---|---|
| sequential | 0.00845 | 0.624 | 0.633 |
| clock | 0.206 | 0.222 | 0.428 |
| combinational | 0.0183 | 0.00673 | 0.0250 |
| total | 0.232 | 0.853 | 1.09 |
-- layer usage --
metal	wire, um	up-vias	track usage
li1	-	585	-
met1	1510	553	0.173
met2	1250	14	0.152
met3	116	4	0.0280
met4	29	0	0.0111
met5	0	-	0
-- stage by stage --
step | hold slack (ns) | std cells
finish | 0.242 | 248
CTS | 0.264 | 248
detailed placement | 0.417 | 240
global route | 0.293 | 248
global placement | 0.412 | 240
floorplan | 0.204 | 170
-- how the worst max path moves through the flow --
stage            from       to  slack [ns]  cells past startpoint
global route  sram_rw  sram_rw        0.71                      1
CTS           sram_rw  sram_rw        0.74                      1
finish        sram_rw  sram_rw        0.76                      1
-- cell type report --
| cell class | instances | area share |
|---|---|---|
| timing repair buffer | 9 | 0.0416 |
| sequential | 38 | 0.483 |
| inverter | 15 | 0.0284 |
| clock inverter | 1 | 0.00252 |
| clock buffer | 7 | 0.0435 |
| tap | 72 | 0.0454 |
| multi-input combinational | 106 | 0.355 |
-- cells in the mapped netlist, types with 2 or more instances --
| library cell | n | area share |
|---|---|---|
| a211oi_1 | 2 | 0.0085 |
| nor2b_1 | 2 | 0.0071 |
| nand4_1 | 2 | 0.0071 |
| a21oi_1 | 8 | 0.023 |
| dfrtp_1 | 31 | 0.44 |
| xnor2_1 | 2 | 0.0099 |
| a21boi_0 | 2 | 0.0085 |
| clkbuf_1 | 2 | 0.0043 |
| ha_1 | 4 | 0.028 |
| nor3_1 | 2 | 0.0057 |
| nor4_4 | 3 | 0.036 |
| inv_1 | 15 | 0.032 |
| nor2_1 | 8 | 0.017 |
| or4_4 | 2 | 0.013 |
| nand2b_1 | 3 | 0.011 |
| dfstp_2 | 7 | 0.10 |
| and3b_1 | 2 | 0.0099 |
| o22ai_1 | 3 | 0.011 |
| nand3_1 | 5 | 0.014 |
| o31ai_1 | 3 | 0.013 |
| o21ai_0 | 10 | 0.028 |
| nand2_1 | 13 | 0.028 |
| nand3b_1 | 2 | 0.0085 |
| nor4_1 | 2 | 0.0071 |
| buf_4 | 9 | 0.038 |
-- logic make-up (layout without fill, tap and decap cells) --
family / count (synthesis) / in the layout / share of synthesized area
compound gates: 35 / 35 / 0.125
xor+xnor: 2 / 2 / 0.00992
fa+ha+maj: 4 / 4 / 0.0283
buf+inv: 26 / 32 / 0.0744
flops: 38 / 38 / 0.543
mux: 1 / 1 / 0.00567
other cells: 1 / 9 / 0.00212
simple gates: 55 / 55 / 0.212
Power is estimated from default activity; no workload was simulated.
